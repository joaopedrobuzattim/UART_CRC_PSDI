$ cat design.v
module uart_rx (
    input        clk_i,
    input        rst_i,
    input        rx_i,
    input        crc_en_i,
    input        trigger_i,
    output       [7:0] data_o
);
logic is_rx_idle;
logic is_rx_start;
logic is_rx_pairity;
logic is_rx_crc;
logic is_rx_stop;
logic changed_rx_state;
logic [4:0] bit_cnt; 
logic sampled_start;
uart_rx_data_path i_uart_rx_data_path(
    .clk_i(clk_i),
    .rst_i(rst_i),
    .crc_en_i(crc_en_i),
    .trigger_i(trigger_i),
    .changed_rx_state_i(changed_rx_state),
    .is_rx_idle_i(is_rx_idle),
    .is_rx_data_i(is_rx_data),
    .is_rx_crc_i(is_rx_crc),
    .is_rx_pairity_i(is_rx_pairity),
    .is_rx_stop_i(is_rx_stop),
    .sampled_start_o(sampled_start),
    .rx_i(rx_i),
    .bit_cnt_o(bit_cnt),
    .data_o(data_o)
);
uart_rx_control_path i_uart_rx_control_path (
    .clk_i(clk_i),
    .rst_i(rst_i),
    .sampled_start_i(sampled_start),
    .trigger_i(trigger_i),
    .crc_en_i(crc_en_i),
    .bit_cnt_i(bit_cnt),
    .is_rx_idle_o(is_rx_idle),
    .is_rx_data_o(is_rx_data),
    .is_rx_pairity_o(is_rx_pairity),
    .is_rx_crc_o(is_rx_crc),
    .is_rx_stop_o(is_rx_stop),
    .changed_rx_state_o(changed_rx_state)
);
endmodule
module uart_rx_control_path (
    input       clk_i,
    input       rst_i,
    input        sampled_start_i,
    input        trigger_i,
    input        crc_en_i,
    input [4:0]  bit_cnt_i,
    output       is_rx_idle_o,
    output       is_rx_data_o,
    output       is_rx_pairity_o,
    output       is_rx_crc_o,
    output       is_rx_stop_o,
    output       changed_rx_state_o
);
typedef enum logic [2:0] {
    RX_IDLE,
    RX_DATA_BITS,
    RX_PARITY_BIT,
    RX_CRC,
    RX_STOP_BIT
} t_rx_states;
t_rx_states next_state, current_state;
always_ff @(posedge clk_i, posedge rst_i) begin
    if (rst_i)
        current_state <= RX_IDLE;
    else if(trigger_i)
        current_state <= next_state;
end
always_comb begin
    next_state <= current_state;
    case (current_state)
        RX_IDLE: begin
            if(sampled_start_i == 1'b1) begin
                next_state <= RX_DATA_BITS;
            end
        end
        RX_DATA_BITS: begin
            if(bit_cnt_i == 5'h7) begin
                if(crc_en_i == 1'b1) begin
                    next_state <= RX_CRC;
                end else begin
                    next_state <= RX_PARITY_BIT;
                end
            end
        end
        RX_PARITY_BIT: begin
            if(bit_cnt_i == 5'b1) begin
                next_state <= RX_STOP_BIT;
            end
        end
        RX_CRC: begin
            if(bit_cnt_i == 5'h7) begin
                next_state <= RX_STOP_BIT;
            end
        end
        RX_STOP_BIT: begin
            if(bit_cnt_i == 5'b1) begin
                next_state <= RX_IDLE;
            end
        end
        default: next_state <= RX_IDLE;
    endcase
end
assign is_rx_idle_o       = current_state == RX_IDLE;
assign is_rx_data_o       = current_state == RX_DATA_BITS;
assign is_rx_pairity_o    = current_state == RX_PARITY_BIT;   
assign is_rx_crc_o        = current_state == RX_CRC;
assign is_rx_stop_o       = current_state == RX_STOP_BIT;
assign changed_rx_state_o = (current_state != next_state);
endmodule
module uart_rx_data_path (
    input         clk_i,
    input         rst_i,
    input  logic  rx_i,
    input         crc_en_i,
    input         trigger_i,
    input         changed_rx_state_i,
    input         is_rx_idle_i,
    input         is_rx_pairity_i,
    input         is_rx_crc_i,
    input         is_rx_stop_i,
    input         is_rx_data_i,
    output logic  sampled_start_o,
    output [4:0]  bit_cnt_o,
    output logic [7:0]  data_o
);
    logic [7:0] data_in;
    logic [7:0] crc_in;
    logic       parity_bit_in;
    logic [7:0] calculated_crc;
    logic [4:0] bit_cnt;
    logic [4:0] reverse_count_crc_index = 5'h7 - bit_cnt;
    logic       parity_bit;
    uart_crc_gen i_uart_crc_gen (
        .clk_i(clk_i),
        .rst_i(rst_i),
        .initialize_i(is_rx_idle_i  & (~rx_i) & trigger_i),
        .enable_i(crc_en_i & is_rx_data_i & trigger_i),
        .data_bit_i(data_in[reverse_count_crc_index]),
        .crc_o(calculated_crc)
    );
    assign sampled_start_o = is_rx_idle_i  & (~rx_i) & trigger_i; 
    always_ff @(posedge clk_i, posedge rst_i) begin
        if (rst_i)
            data_in <= '0;
        else if (trigger_i & is_rx_data_i)
            data_in <= {rx_i, data_in[7:1]};
    end
    always_ff @(posedge clk_i, posedge rst_i) begin
        if (rst_i)
            crc_in <= '0;
        else if (trigger_i & is_rx_crc_i)
            crc_in <= {rx_i, crc_in[7:1]};
    end
    always_ff @(posedge clk_i, posedge rst_i) begin
        if (rst_i)
            parity_bit_in <= '0;
        else if (trigger_i & is_rx_pairity_i)
            parity_bit_in <= rx_i;
    end
    always_comb begin
        parity_bit = ^data_in;
    end
    always_ff @(posedge clk_i, posedge rst_i) begin
        if (rst_i) begin
            bit_cnt   <= 5'd0;
        end else if (changed_rx_state_i & trigger_i) begin
            bit_cnt   <= 5'd0;
        end else if (trigger_i & ~is_rx_idle_i) begin
            bit_cnt   <= bit_cnt + 5'd1;
        end
    end
    assign bit_cnt_o = bit_cnt;
endmodule
module uart_tx (
    input        clk_i,
    input        rst_i,
    input  [7:0] data_i,
    input        crc_en_i,
    input        tx_start_cmd_i,
    input        trigger_i,
    output       tx_o
);
logic is_tx_idle;
logic is_tx_start;
logic is_tx_data;
logic is_tx_pairity;
logic is_tx_crc;
logic is_tx_stop;
logic changed_tx_state;
logic [4:0] bit_cnt; 
logic start_tx;
uart_tx_data_path i_uart_tx_data_path(
    .clk_i(clk_i),
    .rst_i(rst_i),
    .data_i(data_i),
    .crc_en_i(crc_en_i),
    .trgger_i(trigger_i),
    .tx_start_cmd_i(tx_start_cmd_i),
    .changed_tx_state_i(changed_tx_state),
    .is_tx_idle_i(is_tx_idle),
    .is_tx_start_i(is_tx_start),
    .is_tx_data_i(is_tx_data),
    .is_tx_crc_i(is_tx_crc),
    .is_tx_pairity_i(is_tx_pairity),
    .is_tx_stop_i(is_tx_stop),
    .start_tx_o(start_tx),
    .tx_o(tx_o),
    .bit_cnt_o(bit_cnt)
);
uart_tx_control_path i_uart_tx_control_path (
    .clk_i(clk_i),
    .rst_i(rst_i),
    .tx_start_i(start_tx),
    .trgger_i(trigger_i),
    .crc_en_i(crc_en_i),
    .bit_cnt_i(bit_cnt),
    .is_tx_idle_o(is_tx_idle),
    .is_tx_start_o(is_tx_start),
    .is_tx_data_o(is_tx_data),
    .is_tx_pairity_o(is_tx_pairity),
    .is_tx_crc_o(is_tx_crc),
    .is_tx_stop_o(is_tx_stop),
    .changed_tx_state_o(changed_tx_state)
);
endmodule
module uart_tx_control_path (
    input       clk_i,
    input       rst_i,
    input        tx_start_i,
    input        trgger_i,
    input        crc_en_i,
    input [4:0]  bit_cnt_i,
    output       is_tx_idle_o,
    output       is_tx_start_o,
    output       is_tx_data_o,
    output       is_tx_pairity_o,
    output       is_tx_crc_o,
    output       is_tx_stop_o,
    output       changed_tx_state_o
);
typedef enum logic [2:0] {
    TX_IDLE,
    TX_START_BIT,
    TX_DATA_BITS,
    TX_PARITY_BIT,
    TX_CRC,
    TX_STOP_BIT
} t_tx_states;
t_tx_states next_state, current_state;
always_ff @(posedge clk_i, posedge rst_i) begin
    if (rst_i)
        current_state <= TX_IDLE;
    else if(trgger_i)
        current_state <= next_state;
end
always_comb begin
    next_state <= current_state;
    case (current_state)
        TX_IDLE: begin
            if(tx_start_i == 1'b1) begin
                next_state <= TX_START_BIT;
            end
        end
        TX_START_BIT: begin
            next_state <= TX_DATA_BITS;
        end
        TX_DATA_BITS: begin
            if(bit_cnt_i == 5'h7) begin
                if(crc_en_i == 1'b1) begin
                    next_state <= TX_CRC;
                end else begin
                    next_state <= TX_PARITY_BIT;
                end
            end
        end
        TX_PARITY_BIT: begin
            if(bit_cnt_i == 5'b1) begin
                next_state <= TX_STOP_BIT;
            end
        end
        TX_CRC: begin
            if(bit_cnt_i == 5'h7) begin
                next_state <= TX_STOP_BIT;
            end
        end
        TX_STOP_BIT: begin
            if(bit_cnt_i == 5'b1) begin
                next_state <= TX_IDLE;
            end
        end
        default: next_state <= TX_IDLE;
    endcase
end
assign is_tx_idle_o       = current_state == TX_IDLE;
assign is_tx_start_o      = current_state == TX_START_BIT;  
assign is_tx_data_o       = current_state == TX_DATA_BITS;
assign is_tx_pairity_o    = current_state == TX_PARITY_BIT;   
assign is_tx_crc_o        = current_state == TX_CRC;
assign is_tx_stop_o       = current_state == TX_STOP_BIT;
assign changed_tx_state_o = (current_state != next_state);
endmodule
module uart_tx_data_path (
    input         clk_i,
    input         rst_i,
    input  [7:0]  data_i,
    input         crc_en_i,
    input         trgger_i,
    input         tx_start_cmd_i,
    input         changed_tx_state_i,
    input         is_tx_idle_i,
    input         is_tx_start_i,
    input         is_tx_pairity_i,
    input         is_tx_crc_i,
    input         is_tx_stop_i,
    input         is_tx_data_i,
    output logic  tx_o,
    output logic  start_tx_o,
    output [4:0]  bit_cnt_o
);
    logic [7:0] crc_data;
    logic [4:0] bit_cnt;
    logic       parity_bit;
    logic [7:0] tx_data_inv;
    assign tx_data_inv = {<<{data_i}}; 
    uart_crc_gen i_uart_crc_gen (
        .clk_i(clk_i),
        .rst_i(rst_i),
        .initialize_i(is_tx_start_i),
        .enable_i(crc_en_i & is_tx_data_i & trgger_i),
        .data_bit_i(tx_data_inv[bit_cnt]),
        .crc_o(crc_data)
    );
    always_ff @(posedge clk_i, posedge rst_i ) begin
        if (rst_i) begin
            start_tx_o <= 1'b0;
        end else if(start_tx_o == 1'b1 && trgger_i) begin
            start_tx_o <= 1'b0;
        end else if(tx_start_cmd_i)
            start_tx_o <= 1'b1;
    end
    always_ff @(posedge clk_i, posedge rst_i) begin
        if (rst_i) begin
            bit_cnt   <= 5'd0;
        end else if (changed_tx_state_i & trgger_i) begin
            bit_cnt   <= 5'd0;
        end else if (trgger_i & ~is_tx_idle_i) begin
            bit_cnt   <= bit_cnt + 5'd1;
        end
    end
    always_comb begin
        parity_bit = ^data_i;
    end
    always_comb begin
        if (is_tx_start_i)
            tx_o = 1'b0;
        else if (is_tx_data_i)
            tx_o = data_i[bit_cnt];
        else if (is_tx_pairity_i)
            tx_o = parity_bit;
        else if (is_tx_crc_i)
            tx_o = crc_data[bit_cnt];
        else if (is_tx_stop_i)
            tx_o = 1'b1;
        else 
            tx_o = 1'b1;
    end
    assign bit_cnt_o = bit_cnt;
endmodule
module uart_baud_generator (
    input  logic        clk_i,
    input  logic        rst_i,
    input  logic [15:0] baud_rate_value_i,
    output logic        trigger_tx_o,
    output logic        trigger_rx_o
);
    logic [15:0] counter;
always_ff @(posedge clk_i, posedge rst_i) begin
    if (rst_i) begin
        counter       <= 16'd0;
        trigger_tx_o  <= 1'b0;
        trigger_rx_o  <= 1'b0;
    end else begin
        if (counter == baud_rate_value_i) begin
            trigger_tx_o <= 1'b1;
            counter      <= 16'd0;
        end else if (counter == (baud_rate_value_i >> 1)) begin
            trigger_rx_o <= 1'b1;
            counter      <= counter + 16'd1;
        end else begin
            counter <= counter + 16'd1;
            trigger_tx_o <= 1'b0;
            trigger_rx_o <= 1'b0;
        end
    end
end
endmodule
module uart_crc_gen (
    input  logic        clk_i,
    input  logic        rst_i,
    input  logic        enable_i,
    input  logic        initialize_i,
    input  logic        data_bit_i,
    output logic [7:0]  crc_o
);
    parameter CRC_POL = 8'h07;
    logic [7:0] crc_r;
    always_ff @(posedge clk_i, posedge rst_i) begin
        if (rst_i)
            crc_r <= 8'h00;
        else if (initialize_i)
            crc_r <= 8'h00;
        else if (enable_i) begin
            if (crc_r[7] ^ data_bit_i)
                crc_r <= (crc_r << 1) ^ CRC_POL;
            else
                crc_r <= crc_r << 1;
        end
    end
    assign crc_o = crc_r;
endmodule
localparam UART_OPERATION_CONFIG = 5'b00000;
localparam UART_CMD              = 5'b00001;
localparam UART_TX_DATA          = 5'b00010;
localparam UART_RX_DATA          = 5'b00010;
module uart_reg (
    input  logic        clk,
    input  logic        rst_i,
    input  logic        cfg_we,
    input  logic        cfg_cs,
    input  logic [31:0] cfg_data_i,
    input  logic [31:0] cfg_data_o,
    input  logic [4:0]  cfg_addr_i,
    output logic        tx_en_o,
    output logic        rx_en_o,
    output logic        crc_en_o,
    output logic [15:0] clock_divider_o,
    output logic        tx_start_cmd_o,
    output logic [7:0]  tx_data_o
);
    logic        r_uart_crc_en;
    logic  [7:0] r_uart_tx_data;
    logic        r_uart_tx_en;
    logic        r_uart_rx_en;
    logic [15:0] r_uart_clock_divider;
    logic        r_uart_tx_cmd;
    always_ff @( posedge clk, posedge rst_i ) begin
        if (rst_i) begin
            r_uart_crc_en          <= 'h0; 
            r_uart_tx_data         <= 'h0;  
            r_uart_tx_en           <= 'h0; 
            r_uart_rx_en           <= 'h0; 
            r_uart_clock_divider   <= 'h0; 
        end else begin
            if (cfg_cs & cfg_we) begin
                case(cfg_addr_i)
                    UART_OPERATION_CONFIG: begin
                        r_uart_crc_en          <= cfg_data_i[0];
                        r_uart_tx_en           <= cfg_data_i[1];
                        r_uart_rx_en           <= cfg_data_i[2];
                        r_uart_clock_divider   <= cfg_data_i[31:16];
                    end
                    UART_TX_DATA: begin
                        r_uart_tx_data         <= cfg_data_i[7:0];
                    end
                endcase
            end
        end
    end
    always_ff @(posedge clk, posedge rst_i ) begin
        if (rst_i) begin
            r_uart_tx_cmd <= 'h0;
        end else if ( r_uart_tx_cmd == 1'b1) begin
            r_uart_tx_cmd <= 'h0;
        end else if (cfg_cs & cfg_we & cfg_addr_i == UART_CMD) begin
            r_uart_tx_cmd <= cfg_data_i[0];
        end      
    end
    assign tx_en_o = r_uart_tx_en;
    assign rx_en_o = r_uart_rx_en;
    assign crc_en_o = r_uart_crc_en;
    assign clock_divider_o = r_uart_clock_divider;
    assign tx_start_cmd_o = r_uart_tx_cmd;
    assign tx_data_o = r_uart_tx_data;
endmodule
module uart_top (
    input  logic        clk,
    input  logic        rst_i,
    input  logic        rx_i,
    output logic        tx_o,
    output logic        rx_data_valid_o,
    output logic [7:0]  rx_data_o,
    input  logic [7:0]  tx_data_i,
    input  logic        cfg_we,
    input  logic        cfg_cs,
    input  logic [31:0] cfg_data_i,
    input  logic [31:0] cfg_data_o,
    input  logic [4:0]  cfg_addr_i
);
logic [15:0] clock_divider;
logic [7:0]  tx_data;
logic        tx_start_cmd;
logic        trigger_tx;
logic        trigger_rx;
logic        rx_en;
logic        tx_en;
logic        crc_en;
uart_baud_generator i_uart_baud_rate (
    .clk_i(clk),
    .rst_i(rst_i),
    .baud_rate_value_i(clock_divider),
    .trigger_tx_o(trigger_tx),
    .trigger_rx_o(trigger_rx)
);
uart_reg i_uart_registers(
    .clk(clk),
    .rst_i(rst_i),
    .cfg_we(cfg_we),
    .cfg_cs(cfg_cs),
    .cfg_data_i(cfg_data_i),
    .cfg_data_o(cfg_data_o),
    .cfg_addr_i(cfg_addr_i),
    .crc_en_o(crc_en),
    .tx_en_o(tx_en),
    .rx_en_o(rx_en),
    .tx_start_cmd_o(tx_start_cmd),
    .clock_divider_o(clock_divider),
    .tx_data_o(tx_data)
);
uart_tx i_uart_tx(
    .clk_i(clk),
    .rst_i(rst_i),
    .data_i(tx_data),
    .crc_en_i(crc_en),
    .tx_start_cmd_i(tx_start_cmd),
    .trigger_i(trigger_tx),
    .tx_o(tx_o)
);
uart_rx i_uart_rx(
    .clk_i(clk),
    .rst_i(rst_i),
    .rx_i(rx_i),
    .crc_en_i(crc_en),
    .trigger_i(trigger_rx),
    .data_o()
);
endmodule
$ cat run.sh
#!/bin/bash
# OpenROAD 26Q1-2900-gdf79404cd8, Yosys 0.63+post, stock flow scripts
make -C /OpenROAD-flow-scripts/flow DESIGN_CONFIG=/design/flow/config.mk WORK_HOME=/design/flow/orfs finish
$ cat config.mk
export PLATFORM = sky130hd
export DESIGN_NAME = uart_top
export DESIGN_NICKNAME = uart_top
export VERILOG_FILES = /design/flow/design.v
export SDC_FILE = /design/flow/constraint.sdc
export NUM_CORES = 4
export LEC_CHECK = 1
export CORE_UTILIZATION = 40
export SYNTH_HDL_FRONTEND = slang
$ cat constraint.sdc
current_design uart_top

set clk_period 2.7
set clk_io_pct 0.2

create_clock -name clk0 -period $clk_period [get_ports {clk}]

set non_clock_inputs [all_inputs -no_clocks]
set_input_delay [expr $clk_period * $clk_io_pct] -clock clk0 $non_clock_inputs
set_output_delay [expr $clk_period * $clk_io_pct] -clock clk0 [all_outputs]
==> results.txt <==
Results of the implementation run.

The routed via count divided by cell count is 4.93. In this run the worst hold path is classified as flip-flop to flip-flop. In this run the critical register-to-register path is launched from i_uart_tx.i_uart_tx_data_path.bit_cnt_o[1]$_DFFE_PP0P_. The Yosys chip area came out at 3400 um2. The global routing report lists met2 layer usage as 0.266. The number of antenna diodes in the final layout is 0. The clock period minus final worst setup slack is 2.52 ns. Looking at the clock tree report, the root buffer type is clkbuf_8.

The cell area reported after detailed placement came out at 3810 um2. The endpoint class of the critical path is an output pin. The synthesis report names the predominant flop master as dfrtp_1.

The maximum level of the CTS H-tree is 3. The script reports the combined buffer and inverter count of the critical path as 2. The final total power is 0.00301 W. The final cell area excluding filler cells came out at 4000 um2. The total number of clock tree sinks came out at 60. The post-synthesis cell area came out at 3400 um2. The count of max-cap constraint violations is 0. Entering global routing, the biggest net connects 40 pins. The timing report shows that the slowest cell on the worst path is mux4_1. The first TritonRoute pass finished after 4 iterations.

The HPWL after detailed placement came out at 4490 um. The floorplan core area is 8220 um2. Of the synthesized area, sequential elements account for 0.441. The max-slew violation count is 0.

The first global-routing pass estimated 10800 um of wire. The clock input transition at the sequential cells of the worst setup and hold paths came out at 0.06 ns. The horizontal die dimension came out at 94.2 um. The cell family contributing the most delay on the critical path is multiplexers. The remaining global-route overflow came out at 0. The number of standard-cell rows in the floorplan came out at 33. The clock latency of the later-clocked register in the worst-skew pair came out at 0.33 ns. The worst setup path is of the flip-flop to output pin kind. The yosys synthesis warning count is 9. The fraction of layout instances using a drive strength above 1 came out at 0.178. The critical path goes through buf_6 > mux4_1 > mux2i_1 > a211oi_2 > dlygate4sd2_1. The overall fraction of global-route tracks in use is 0.162. Per the synth stats, the proportion of register bits with asynchronous set or reset is 1.00. For this run, the top clock speed supported by timing is 396 MHz. From synthesis to final layout, the design area changed by 17.6%. The most common cell in the synthesized netlist is dfrtp_1.

For met1 alone, demand over resource in global routing was 0.227. The longest individual stage delay on the worst path came out at 0.53 ns. The leakage power came out at 1.76 nW. The worst clock skew on the final layout is 0.00865 ns.

The flow ran to the end, and the final reports show no timing, DRC or antenna violations. The maximum fanout encountered on the critical timing path came out at 4. TritonCTS created 9 clock buffers.

The initial detailed-routing violation count is 41. The largest voltage drop on the vdd net is 339 uV. The worst endpoint data arrival time is 1.98 ns.

After synthesis, the design contains 316 cells according to Yosys. Summing over every cut layer, the via total after detailed routing is 2261. After synthesis, the mean cell area works out to 10.8 um2. The DRC violation count after routing is 0. The number of synthesized flops with an enable pin came out at 0. In this run the tool buffered the top-level ports with 33 buffer cells. The portion of synthesized cell area occupied by the leading cell type is 0.441. In the synthesized netlist, the cells that appear most often are dfrtp_1 (60), xnor2_1 (35), nor2_1 (25).

The initial antenna violation count is 0. In this run the full chip footprint comes out at 8880 um2. The total tool warning count is 75. The TritonCTS clock tree is done.

The ratio of total power to cell area came out at 753 nW/um2. Hold-check failures listed in the final report amount to 0. The vertical die size is 94.2 um.

After global routing, the most crowded layer is met2. The number of buffers added to fix hold violations after cts is 0. By area the synthesized netlist is led by dfrtp_1 (44%), xnor2_1 (9.0%), mux2_2 (7.9%), xor2_1 (6.2%), mux4_1 (3.1%). The final timing summary puts the cycle share of the worst path at 0.934.

The dominant cell type by area after synthesis is dfrtp_1. The maximum clock path buffer count is 2. The number of standard cells after synthesis is 316. The fraction of met3 tracks used by global routing is 0.0428. The startpoint of the worst setup timing path is i_uart_tx.i_uart_tx_data_path.bit_cnt_o[1]$_DFFE_PP0P_.

The tally of nets with antenna violations remaining after routing is 0. The pin slew with the least headroom to its limit came out at 0.571 ns. The I/O pin count came out at 92. The count of distinct cell types in the synthesized netlist is 48. After its last routability iteration, the placer logged a weighted congestion of 0.843.

For the worst min-delay path, the startpoint reported by OpenROAD is i_uart_registers.tx_start_cmd_o$_DFF_PP0_. The endpoint required time on the critical path is 2.16 ns. The register bit total from synthesis is 60. The number of global-route vias before repair came out at 2290. The wire length after detailed routing came out at 6290 um. The worst setup path is launched from a flip-flop. The tightest hold path in the finished design has a slack of 0.426 ns. The number of endpoints failing setup at the final stage came out at 0. Setup repair after global routing left no endpoint under its margin. For the final routed database, the setup TNS stands at 0 ns.

The share of the core filled by cells before placement came out at 0.414. TritonRoute output was used to compute an average wire per cell of 13.7 um. Across all checked pins, the minimum headroom to the slew limit is 0.616.
## path summary, 6_finish.rpt
| path | to | slack (ns) | cells past startpoint |
|---|---|---|---|
| hold / removal | i_uart_registers.tx_start_cmd_o$_DFF_PP0_ | 0.43 | 1 |
| min in group asynchronous | i_uart_registers.clock_divider_o[12]$_DFFE_PP0P_ | 0.56 | 2 |
| setup / recovery | tx_o | 0.18 | 5 |
| hold reg to reg | i_uart_registers.tx_start_cmd_o$_DFF_PP0_ | 0.43 | 1 |
| max in group asynchronous | i_uart_tx.i_uart_tx_data_path.bit_cnt_o[1]$_DFFE_PP0P_ | 1.56 | 3 |
| setup reg to reg | i_uart_tx.i_uart_tx_data_path.bit_cnt_o[1]$_DFFE_PP0P_ | 0.59 | 8 |
## flip-flops by register name, summed over array words and instances, names as in the netlist, 3 cells and up
register / cells
i_uart_baud_rate.counter: 16
i_uart_registers.clock_divider_o: 16
i_uart_registers.tx_data_o: 8
i_uart_tx.i_uart_tx_data_path.i_uart_crc_gen.crc_o: 8
i_uart_tx.i_uart_tx_data_path.bit_cnt_o: 5
i_uart_tx.i_uart_tx_control_path.current_state: 3
## layout make-up
type                       instances  area [um2]
fill                             739        4210
multi-input combinational        228        1740
sequential                        60        1500
timing repair buffer              42         425
clock buffer                      13         159
tap                              105         131
inverter                           9        33.8
clock inverter                     2        10.0
## logic make-up after synthesis
group                      Yosys count  share of synthesized area
muxes                               34                      0.135
other                                1                    0.00110
DFF                                 60                      0.441
adders and majority gates            3                     0.0110
and+or+nand+nor                    101                      0.160
xor gates and xnor gates            59                      0.152
buffers and inverters               36                     0.0559
AOI/OAI and AO/OA                   22                     0.0441
## power by group
group	leakage (nW)	internal (W)	switching, W	total (W)
clock network	0.0893	0.000375	0.000320	0.000695
logic	0.882	0.000558	0.000396	0.000954
registers	0.791	0.00107	0.000296	0.00136
total	1.76	0.00200	0.00101	0.00301
## metal layers
layer,share of wire,vias to the layer above
li1,-,1129
met4,0.011,0
met5,0,-
met2,0.51,24
met1,0.45,1102
met3,0.035,6
## what timing repair did
action	in CTS	in global routing
gates resized	7	0
buffers inserted	3	0
endpoints found under the setup margin	1	0
## placed cells by master (no fill, tap or decap), types with 2 or more instances in the layout
| master | count |
|---|---|
| a21oi_1 | 4 |
| and3_1 | 2 |
| buf_12 | 2 |
| buf_4 | 6 |
| clkbuf_1 | 2 |
| clkbuf_8 | 11 |
| clkdlybuf4s50_1 | 32 |
| clkinv_2 | 2 |
| conb_1 | 9 |
| dfrtp_1 | 58 |
| dfrtp_2 | 2 |
| ha_1 | 3 |
| inv_1 | 8 |
| mux2_2 | 24 |
| mux2i_1 | 4 |
| mux4_1 | 2 |
| mux4_2 | 4 |
| nand2_1 | 24 |
| nand2b_1 | 2 |
| nand3_1 | 19 |
| nand4_1 | 8 |
| nor2_1 | 25 |
| nor2b_1 | 3 |
| nor3_1 | 2 |
| nor4_1 | 5 |
| o21ai_0 | 5 |
| o21ai_1 | 2 |
| xnor2_1 | 35 |
| xor2_1 | 24 |
## stage by stage
step | cells | worst slack (ns) | utilization
finish | 459 | 0.177 | 0.487
CTS | 459 | 0.131 | 0.487
detailed placement | 441 | 0.228 | 0.464
global placement | 441 | 0.220 | 0.464
floorplan | 324 | 0.650 | -
global route | 459 | 0.0461 | 0.487
Power and IR drop assume default switching activity.
